$ cat ./design.v
`timescale 1ns / 1ps
module EightBitAND(r,a,b);
    input [7:0]a,b;
    output [7:0]r;
    and(r[0],a[0],b[0]);
    and(r[1],a[1],b[1]);
    and(r[2],a[2],b[2]);
    and(r[3],a[3],b[3]);
    and(r[4],a[4],b[4]);
    and(r[5],a[5],b[5]);
    and(r[6],a[6],b[6]);
    and(r[7],a[7],b[7]);
endmodule
`timescale 1ns / 1ps
module EightBitAdder(s,x,y,c,ov);
    input [7:0] x,y;
    input c;
    output ov;
    output [8:0] s;
    wire c1,c2,c3,c4,c5,c6;
    fulladder   FA1 (s[0],c1,x[0],y[0],c),
                FA2 (s[1],c2,x[1],y[1],c1),
                FA3 (s[2],c3,x[2],y[2],c2),
                FA4 (s[3],c4,x[3],y[3],c3),
                FA5 (s[4],c5,x[4],y[4],c4),
                FA6 (s[5],c6,x[5],y[5],c5),
                FA7 (s[6],ov,x[6],y[6],c6),
                FA8 (s[7],s[8],x[7],y[7],ov);
endmodule
`timescale 1ns / 1ps
module EightBitDivisor(sol,comp,x,y,noty,clk,en,res);
    input [7:0] x,y,noty;
    input clk,en,res;
    output [15:0] sol;
    output reg comp;
    reg signed [15:0] sol;
    reg [3:0] index;
    reg [7:0] add_b;
    wire [8:0] sum;
    wire [3:0] next_index;
    wire cont2,interm,interm2,interm3,end_indi;
    reg clk_con,carry,sign,in_store;
    initial begin
        sol = 16'b0;
        index = 4'b0;
        comp = 1'b0;
        clk_con = 1'b0;
        carry = 1'b0;
        sign = 1'b0;
        in_store = 1'b0;
    end
    EightBitAdder div_adder (sum,sol[15:8],add_b,carry);
    index_adder DIA (next_index,index);
    and(interm3,index[1],index[0]);
    and(end_indi,index[2],interm3);
    or(interm2,index[1],index[0]);
    or(interm,index[2],interm2);
    or(cont2,index[3],interm);
    always @(posedge clk)
    begin
        if(!res)
        begin
            if(en)
            begin
                if(!in_store)
                begin
                    sol[7:0] = x;
                    in_store = 1'b1;
                end
                if(!index[3])
                begin
                    if(!clk_con)
                    begin
                        sol = sol <<< 1;
                        if(!sign)
                        begin
                            add_b = noty;
                            carry = 1'b1;
                        end
                        else
                        begin
                            add_b = y;
                            carry = 1'b0;
                        end
                        clk_con = ~clk_con;
                    end
                    else
                    begin
                        if(!end_indi)
                        begin
                            sol[15:8] = sum[7:0];
                            sol[0] = ~sol[15];
                        end
                        else
                            sol[0] <= ~sum[7];
                        sign = sol[15];
                        index = next_index;
                        clk_con = ~clk_con;
                    end
                end
                else
                    comp = 1'b1;
            end
        end
        else
        begin
            sol = 16'b0;
            index = 4'b0;
            comp = 1'b0;
            clk_con = 1'b0;
            carry = 1'b0;
            sign = 1'b0;
            in_store = 1'b0;
        end
    end
endmodule
`timescale 1ns / 1ps
module EightBitMultiplier(mu_res,comp,x,y,not_y,clk,en,res);
    input [7:0] x,y,not_y;
    input clk,en,res;
    output [15:0] mu_res;
    output reg comp;
    reg signed [16:0] pro;
    reg [3:0] index;
    reg [7:0] add_b;
    wire [8:0] sum;
    wire [3:0] next_index;
    wire cont2,interm,interm2;
    reg clk_con,carry,isaneg;
    assign mu_res = pro[16:1];
    initial begin
        pro = 17'b0;
        index = 4'b0;
        comp = 1'b0;
        clk_con = 1'b0;
        carry = 1'b0;
        isaneg = 1'b0;
    end
    EightBitAdder mult_adder (sum,pro[16:9],add_b,carry);
    index_adder MIA (next_index,index);
    or(interm2,index[1],index[0]);
    or(interm,index[2],interm2);
    or(cont2,index[3],interm);
    always @(posedge clk)
    begin
        if(!res)
        begin
            if(en)
            begin
                if(!cont2)
                begin
                    pro[8:1] = x;
                    isaneg = x[7];
                end
                if(!index[3])
                begin
                    if(!clk_con)
                    begin
                        if(isaneg)
                        begin
                            if(pro[0])
                            begin
                                if(pro[1])
                                begin
                                    add_b = 8'b0;
                                    carry = 1'b0;
                                end
                                else
                                begin
                                    add_b = y;
                                    carry = 1'b0;
                                end
                            end
                            else
                            begin
                                if(pro[1])
                                begin
                                    add_b = not_y;
                                    carry = 1'b1;
                                end
                                else
                                begin
                                    add_b = 8'b0;
                                    carry = 1'b0;
                                end
                            end
                        end
                        else
                        begin
                            if(pro[1])
                            begin
                                add_b = y;
                                carry = 1'b0;
                            end
                            else
                            begin
                                add_b = 8'b0;
                                carry = 1'b0;
                            end
                        end
                        clk_con <= ~clk_con;
                    end
                    else
                    begin
                        pro[16:9] = sum[7:0];
                        pro = pro >>> 1;
                        if(!isaneg)
                            pro[16] = sum[8];
                        index = next_index;
                        clk_con = ~clk_con;
                    end
                end
                else
                    comp = 1'b1;
            end
        end
        else
        begin 
            pro = 17'b0;
            index = 4'b0;
            comp = 1'b0;
            clk_con = 1'b0;
        end
    end
endmodule
`timescale 1ns / 1ps
module EightBitNOT(b,a);
    input [7:0] a;
    output [7:0]b;
    not(b[0],a[0]);
    not(b[1],a[1]);
    not(b[2],a[2]);
    not(b[3],a[3]);
    not(b[4],a[4]);
    not(b[5],a[5]);
    not(b[6],a[6]);
    not(b[7],a[7]);
endmodule
`timescale 1ns / 1ps
module EightBitOR(r,a,b);
    input [7:0]a,b;
    output [7:0]r;
    or(r[0],a[0],b[0]);
    or(r[1],a[1],b[1]);
    or(r[2],a[2],b[2]);
    or(r[3],a[3],b[3]);
    or(r[4],a[4],b[4]);
    or(r[5],a[5],b[5]);
    or(r[6],a[6],b[6]);
    or(r[7],a[7],b[7]);
endmodule
`timescale 1ns / 1ps
module EightBitXOR(r,a,b);
    input [7:0]a,b;
    output [7:0]r;
    xor(r[0],a[0],b[0]);
    xor(r[1],a[1],b[1]);
    xor(r[2],a[2],b[2]);
    xor(r[3],a[3],b[3]);
    xor(r[4],a[4],b[4]);
    xor(r[5],a[5],b[5]);
    xor(r[6],a[6],b[6]);
    xor(r[7],a[7],b[7]);
endmodule
module fulladder(S,C,x,y,z);
   input x,y,z;
   output S,C;
   wire S1,D1,D2;
   halfadder HA1(S1,D1,x,y),
            HA2(S,D2,S1,z);
   or(C,D1,D2);
endmodule
module halfadder(S,C,x,y);
    input x,y;
    output S,C;
    xor(S,x,y);
    and(C,x,y);
endmodule
`timescale 1ns / 1ps
module index_adder(next_index,index);
    input [3:0] index;
    output [3:0] next_index;
    wire c0,c1,c2,c3;
    halfadder IA1 (next_index[0],c0,index[0],1'b1),
                IA2 (next_index[1],c1,index[1],c0),
                IA3 (next_index[2],c2,index[2],c1),
                IA4 (next_index[3],c3,index[3],c2);
endmodule
`timescale 1ns / 1ps
module signchanger(nega,a);
    input [7:0] a;
    output [7:0] nega;
    wire [7:0] b,c;
    not(b[0],a[0]);
    not(b[1],a[1]);
    not(b[2],a[2]);
    not(b[3],a[3]);
    not(b[4],a[4]);
    not(b[5],a[5]);
    not(b[6],a[6]);
    not(b[7],a[7]);
    halfadder IA1 (nega[0],c[0],b[0],1'b1),
                IA2 (nega[1],c[1],b[1],c[0]),
                IA3 (nega[2],c[2],b[2],c[1]),
                IA4 (nega[3],c[3],b[3],c[2]),
                IA5 (nega[4],c[4],b[4],c[3]),
                IA6 (nega[5],c[5],b[5],c[4]),
                IA7 (nega[6],c[6],b[6],c[5]),
                IA8 (nega[7],c[7],b[7],c[6]);
endmodule
`timescale 1ns / 1ps
module top_module(ans,sign,overflow,car,a,b,con,clk);
    input [7:0] a;
    input [7:0] b;
    input [2:0] con;
    input clk;
    output reg sign,car;
    output overflow;
    output [15:0] ans;
    wire [15:0] mult_res,div_res;
    wire [8:0] sum;
    wire [7:0] notb,not_negb,and_ans,or_ans,xor_ans,nega,negb,negqo,div_a,div_b,div_notb;
    wire mult_com,div_com,ov;
    reg mult_enab,mult_reset,div_enab,div_reset;
    reg carry,computing,div_sol;
    reg [7:0] x,y;
    reg [15:0] sol;
    initial div_sol = 1'b0;
    assign ans = sol;
    initial
    begin
        sol = 16'b0;
        mult_enab = 1'b0;
        mult_reset = 1'b1;
        computing = 1'b0;
        sign = 1'b0;
        car = 1'b0;
    end
    parameter ADD = 3'b000;
    parameter SUB = 3'b001;
    parameter MUL = 3'b010;
    parameter DIV = 3'b011;
    parameter AND = 3'b100;
    parameter OR = 3'b101;
    parameter NOT = 3'b110;
    parameter XOR = 3'b111;
    EightBitAdder adder (sum,x,y,carry,ov);
    EightBitMultiplier mult (mult_res,mult_com,a,b,notb,clk,mult_enab,mult_reset);
    EightBitDivisor div (div_res,div_com,div_a,div_b,div_notb,clk,div_enab,div_reset);
    EightBitAND and_gate (and_ans,a,b);
    EightBitOR or_gate (or_ans,a,b);
    EightBitNOT not_gate (notb,b);
    EightBitXOR xor_gate (xor_ans,a,b);
    signchanger s1 (nega,a);
    signchanger s2 (negb,b);
    signchanger s3 (negqo,sol[7:0]);
    EightBitNOT not_gate2 (not_negb,negb);
    xor(overflow,car,ov);
    assign div_a = a[7]?nega:a;
    assign div_b = b[7]?negb:b;
    assign div_notb = b[7]?not_negb:notb;
    always @(posedge clk)
    begin
        if(div_sol)
        begin
            if(a[7] ^ b[7])
                sol[7:0] = negqo;
            div_sol = 1'b0;
            sign = sol[7];
            car = 1'b0;
        end
        if(!computing)
        begin
            case(con)
                ADD :
                begin
                    x = a;
                    y = b;
                    carry = 1'b0;
                    computing = 1'b1;
                end
                SUB :
                begin
                    x = a;
                    y = notb;
                    carry = 1'b1;
                    computing = 1'b1;
                end
                MUL :
                begin
                    if(!mult_com)
                    begin
                        mult_reset = 1'b0;
                        mult_enab = 1'b1;
                    end
                    else
                    begin
                        computing = 1'b1;
                        mult_reset = 1'b1;
                        mult_enab = 1'b0;
                    end
                end
                DIV :
                begin
                    if(!div_com)
                    begin
                        div_reset = 1'b0;
                        div_enab = 1'b1;
                    end
                    else
                    begin
                        computing = 1'b1;
                        div_reset = 1'b1;
                        div_enab = 1'b0;
                    end
                end
                AND :
                begin
                    computing = 1'b1;
                end
                OR :
                begin
                    computing = 1'b1;
                end
                NOT :
                begin
                    computing = 1'b1;
                end
                XOR :
                begin
                    computing = 1'b1;
                end
                default :
                    sol = 16'b0;
            endcase
        end
        else
        begin
            case(con)
                ADD :
                begin
                    sol [7:0] = sum[7:0];
                    car = sum[8];
                    sign = sum[7];
                    sol[15:8] = 8'b00000000;
                    computing = 1'b0;
                end
                SUB :
                begin
                    sol [7:0] = sum[7:0];
                    car = sum[8];
                    sign = sum[7];
                    sol[15:8] = 8'b00000000;
                    computing = 1'b0;
                end
                MUL :
                begin
                    sol = mult_res;
                    sign = mult_res[15];
                    car = 1'b0;
                    computing = 1'b0;
                end
                DIV :
                begin
                    sol = div_res;
                    div_sol = 1'b1;
                    computing = 1'b0;
                end
                AND :
                begin
                    sol [7:0] = and_ans;
                    sol [15:8] = 8'b00000000;
                    computing = 1'b0;
                end
                OR :
                begin
                    sol [7:0] = or_ans;
                    sol [15:8] = 8'b00000000;
                    computing = 1'b0;
                end
                NOT :
                begin
                    sol [7:0] = notb;
                    sol [15:8] = 8'b00000000;
                    computing = 1'b0;
                end
                XOR :
                begin
                    sol [7:0] = xor_ans;
                    sol [15:8] = 8'b00000000;
                    computing = 1'b0;
                end
                default :
                    sol = 16'b0;
            endcase
        end
    end
endmodule
$ cat ./run.sh
#!/bin/bash
# OpenROAD 26Q1-2900-gdf79404cd8, Yosys 0.63+post, stock flow scripts
make -C /OpenROAD-flow-scripts/flow DESIGN_CONFIG=/design/flow/config.mk WORK_HOME=/design/flow/orfs finish
$ cat ./config.mk
export PLATFORM = sky130hd
export DESIGN_NAME = top_module
export DESIGN_NICKNAME = top_module
export VERILOG_FILES = /design/flow/design.v
export SDC_FILE = /design/flow/constraint.sdc
export NUM_CORES = 4
export LEC_CHECK = 1
export CORE_UTILIZATION = 50
$ cat ./constraint.sdc
current_design top_module

set clk_period 8.2
set clk_io_pct 0.2

create_clock -name clk0 -period $clk_period [get_ports {clk}]

set non_clock_inputs [all_inputs -no_clocks]
set_input_delay [expr $clk_period * $clk_io_pct] -clock clk0 $non_clock_inputs
set_output_delay [expr $clk_period * $clk_io_pct] -clock clk0 [all_outputs]
==> flow_summary_export.csv <==
group,metric,value,unit
setup_path,path_class,"flip-flop to output pin",
finish,final_cell_area,0.00730,mm²
final_timing,fin_crit,6.29,ns
final_timing,min_period_over_period,76.8,%
setup_path,r2r-start,"y[0]",
outcome,status,"finished clean",
finish,mostFrequentLayoutCells,"nand2_1 (71), inv_1 (58), edfxtp_1 (55), dfxtp_1 (52), ha_1 (39)",
drt,drc,0,
placed_design,post-dp-hpwl,10500,µm
power_and_ir_drop,p_per_area,183,mW/mm²
setup_path,end_kind,"output pin",
setup_path,crit_family,"adder cells",
power_and_ir_drop,leakagePower,2.98,nW
floorplan,rows,41,
hold_path,hold_class,"flip-flop to flip-flop",
finish,drive_gt1_share,6.71,%
setup_path,crit_arrival,4.65,ns
clock_network,cts_buffers,9,
synthesis,yosysCellCount,647,
clock_network,cts_tree,"yes",
final_timing,hold_violations,0,
final_timing,report.final.slew_viol_count,0,
clock_network,cts.sinks,107,
synthesis,syn-cell-area,0.00647,mm²
synthesis,yosysChipArea,0.00647,mm²
clock_network,ctsHtreeMaxLevel,3,
final_timing,finClkSkew,0.00603,ns
floorplan,initCoreUtil,51.3,%
setup_path,path_max_fanout,2,
global_routing,grt_pass1_vias,4263,
drt,dr_wl_met3,1060,µm
setup_path,worst_setup_path_start_kind,"flip-flop",
finish,fillers,1111,
drt,met1Wirelength,6660,µm
final_timing,grt_setup_unrepaired,"no",
placed_design,place_congestion,0.898,
drt,first_pass_iters,5,
floorplan,core,0.0126,mm²
clock_network,clock_latency,0.35,ns
global_routing,antenna_found_initial,0,
finish,layout_top_cell,"nand2_1",
setup_path,critPathMostFrequentCell,"fa_1",
global_routing,grt_pass1_wl,22500,µm
synthesis,synthFlopType,"edfxtp_1",
finish,area_delta_synth_final,12.9,%
global_routing,grt_max_degree,44,
setup_path,cp_cell_sequence,"fa_1 -> fa_1 -> fa_1 -> fa_1 -> fa_1 -> fa_1 -> fa_1 -> xor2_1 -> clkdlybuf4s50_1",
power_and_ir_drop,ir_worst_vdd,0.124,mV
drt,post_drt_wl_per_cell,16.9,µm
clock_network,cts_hold_buf,0,
synthesis,synth_flop_count,107,
synthesis,synth_cell_types,62,
global_routing,grtUsageTotal,23.6,%
drt,vias_per_cell,5.47,
job,warning_count,34,
synthesis,ys_seq_share,41.6,%
setup_path,cp.required,6.56,ns
clock_network,root_buffer,"clkbuf_16",
final_timing,worst_slew_pin_slew,0.825,ns
floorplan,chipArea,0.0134,mm²
synthesis,synthCells,647,
power_and_ir_drop,finalPower,0.00134,W
drt,drt-initial-drc-count,271,
drt,routed_wl,14200,µm
synthesis,synth_warnings,3,
clock_network,clk_pin_slew_worst_paths,0.07,ns
drt,vias,4613,
drt,dr.max_layer_used,"met4",
drt,antennaDiodeCount,0,
setup_path,cp_slowest_cell,"fa_1",
final_timing,fmax,0.159,GHz
floorplan,ios,39,
final_timing,max-slew-margin-rel,45.0,%
setup_path,path_buffers,1,
setup_path,crit_path_start,"y[0]",
synthesis,avgSynthCellArea,10.0,µm²
final_timing,fin_setup_tns,0,ns
global_routing,grt_overflow,0,
synthesis,synthArstFlopShare,0,%
final_timing,whs,0.459,ns
floorplan,die_height,116,µm
clock_network,cts_resized,0,
placed_design,placed_area,0.00696,mm²
synthesis,synth-edff-count,55,
drt,detail-route-antenna-nets,0,
clock_network,cts_max_path_buffers,2,
drt,dr_wl_met2,6300,µm
floorplan,dieWidth,116,µm
placed_design,io_buffers,38,
setup_path,max_stage_delay,0.50,ns
final_timing,final-setup-viol-count,0,
clock_network,cts_setup_buffers,0,
hold_path,worstHoldStart,"div.index[1]",
job,maxCapViolCount,0,
==> kinds of logic (layout without fill, tap and decap cells) <==
family,count (synthesis),in the layout,share of synthesized area (%)
AND/OR/NAND/NOR,180,180,13.3
AND-OR/OR-AND,125,125,12.9
flip-flops,107,107,41.6
buffers and inverters,102,126,6.59
adder cells (fa/ha/maj),62,62,14.7
multiplexers,46,46,7.62
XOR/XNOR,25,25,3.38
==> path summary, 6_finish.rpt <==
kind | endpoint | slack [ns] | cells past startpoint
max | overflow | 1.91 | 9
max reg2reg | sol[7] | 3.47 | 12
min | div.index[1] | 0.46 | 2
min reg2reg | div.index[1] | 0.46 | 2
==> per-layer routing <==
layer  vias up  GRT usage, %
li1       2284             -
met1      2206          37.2
met2       108          35.1
met3        15          7.62
met4         0          2.74
met5         -             0
==> power breakdown <==
| group | total (W) | internal [W] | switching, W |
|---|---|---|---|
| clock | 0.000502 | 0.000301 | 0.000201 |
| sequential | 0.000625 | 0.000601 | 0.0000244 |
| combinational | 0.000211 | 0.000103 | 0.000108 |
| total | 0.00134 | 0.00101 | 0.000333 |
==> worst reg2reg max path, stage by stage (launching register included) <==
cell and delay, ns:
edfxtp_1 0.40, fa_1 0.46, fa_1 0.46, fa_1 0.46, fa_1 0.50, fa_1 0.47, fa_1 0.46, fa_1 0.47
inv_1 0.10, fa_1 0.40, o21ai_0 0.17, a41oi_1 0.06, a31oi_1 0.17
==> cell type report <==
cell class / instances / area, µm² / share of cell area [%]
well taps: 172 / 215 / 2.95
clock inverters: 7 / 124 / 1.70
inverters: 59 / 221 / 3.03
repair buffers: 51 / 473 / 6.47
flip-flops and latches: 107 / 2690 / 36.9
multi-input cells: 438 / 3350 / 45.9
clock buffers: 9 / 225 / 3.08
==> metrics by stage <==
stage	worst slack (ns)	instances	util, %
final	1.91	843	57.9
after global placement	2.27	827	55.1
after global routing	1.71	843	57.9
after detailed placement	2.24	827	55.1
after CTS	1.84	843	57.9
after floorplan	2.87	647	-
==> state kept, by name, indices dropped and copies added (netlist names), 4 cells and up <==
| name | cells |
|---|---|
| y | 8 |
| x | 8 |
| mult.add_b | 8 |
| div.index | 4 |
| sol | 16 |
| mult.pro | 17 |
| div.sol | 16 |
| mult.index | 4 |
| div.add_b | 8 |
==> cell usage after synthesis (all sizes together), types with 2 or more instances <==
| cell | number | share of area (%) |
|---|---|---|
| mux2 | 6 | 1.0 |
| xnor2 | 14 | 1.9 |
| fa | 23 | 7.1 |
| nor3 | 9 | 0.77 |
| a21o | 3 | 0.35 |
| ha | 39 | 7.5 |
| buf | 22 | 1.9 |
| a211oi | 15 | 1.7 |
| a311oi | 5 | 0.68 |
| nand2 | 71 | 4.1 |
| a22oi | 5 | 0.58 |
| clkbuf | 21 | 1.2 |
| o211a | 3 | 0.46 |
| mux4 | 2 | 0.70 |
| nor2 | 39 | 2.4 |
| nor3b | 5 | 0.66 |
| a22o | 4 | 0.54 |
| o211ai | 3 | 0.35 |
| edfxtp | 55 | 26 |
| inv | 58 | 3.4 |
| o32ai | 6 | 0.81 |
| o221a | 2 | 0.35 |
| or2 | 2 | 0.19 |
| o31ai | 2 | 0.23 |
| a31oi | 8 | 0.77 |
| nand3 | 12 | 0.93 |
| dfxtp | 52 | 16 |
| or3 | 2 | 0.19 |
| and3 | 2 | 0.19 |
| o22ai | 4 | 0.39 |
| a21boi | 3 | 0.35 |
| a21oi | 24 | 1.9 |
| mux2i | 38 | 5.9 |
| nand3b | 2 | 0.23 |
| o311ai | 2 | 0.27 |
| nand2b | 16 | 1.5 |
| xor2 | 11 | 1.5 |
| nor2b | 13 | 1.3 |
| o21ai | 29 | 2.2 |
Power figures rest on the tool's default switching activity, not on a simulated workload.
